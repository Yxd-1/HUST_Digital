==> flow/design.v <==
`timescale 1ns / 1ps
module seven_light(
    input clk,
    input en,
    output [7:0] led,
    output [7:0] choose
    );
	reg [7:0] led;
	reg [7:0] choose;
	reg [26:0] counter=0;
	reg [2:0] temp=0; 
	always @(posedge clk,posedge en)
	begin
		if(en)
		begin
		counter <= 0;
		end
		else
		begin
		counter <= counter+1;
		end
	end
	always @(posedge clk)
	begin
			case(counter[20:18])
				3'b000:choose=8'b01111111;
				3'b001:choose=8'b10111111;
				3'b010:choose=8'b11011111;
				3'b011:choose=8'b11101111;
				3'b100:choose=8'b11110111;
				3'b101:choose=8'b11111011;
				3'b110:choose=8'b11111101;
				3'b111:choose=8'b11111110;
			endcase
	end
	always @(posedge counter[25])
	begin
		temp=temp+1;
	end
	always @(posedge clk)
	begin
			case(counter[20:18]-temp) 
				3'b000:led=8'b11111111;
				3'b001:led=8'b11111111;
				3'b010:led=8'b11111111;
				3'b011:led=8'b10010001;
				3'b100:led=8'b01100001;
				3'b101:led=8'b11100011;
				3'b110:led=8'b11100011;
				3'b111:led=8'b00000011;
			endcase
	end
endmodule
==> flow/run.sh <==
#!/bin/bash
# OpenROAD 26Q1-2900-gdf79404cd8, Yosys 0.63+post, stock flow scripts
make -C /OpenROAD-flow-scripts/flow DESIGN_CONFIG=/design/flow/config.mk WORK_HOME=/design/flow/orfs finish
==> flow/config.mk <==
export PLATFORM = sky130hd
export DESIGN_NAME = seven_light
export DESIGN_NICKNAME = seven_light
export VERILOG_FILES = /design/flow/design.v
export SDC_FILE = /design/flow/constraint.sdc
export NUM_CORES = 4
export LEC_CHECK = 1
export CORE_UTILIZATION = 30
==> flow/constraint.sdc <==
current_design seven_light

set clk_period 6.1
set clk_io_pct 0.2

create_clock -name clk0 -period $clk_period [get_ports {clk}]

set non_clock_inputs [all_inputs -no_clocks]
set_input_delay [expr $clk_period * $clk_io_pct] -clock clk0 $non_clock_inputs
set_output_delay [expr $clk_period * $clk_io_pct] -clock clk0 [all_outputs]
==> reports/metrics.cfg <==
[run_status]
outcome=completed

[clock_tree]
post-cts-setup-buffer-count=0
cts_max_path_buffers=2
htree_levels=2
number_of_gates_resized_after_cts=0
clkSlewWorstSetupHoldPaths_ns=0.07
holdBufCountCts=0
cts-root-buf=sky130_fd_sc_hd__clkbuf_8
insertion_delay_ns=0.28
cts_tree=yes
tritoncts.num_buffers=5

[routing]
route.antenna.remaining_nets=0
vias_per_cell=4.202
antenna_cells_inserted=0
drt_drc_violations_left=0
postRouteWirelength_mm=2.212
drt_pass1_iterations=6
route.detailed.wl_per_inst_um=9.494
drtIter0Drc=37
routed-via-count=979

[power]
proportion_of_total_power_due_to_net_switching_pct=20.52
power.ir.vdd_worst_uv=96.15
cellInternalPower_mw=0.3382
cellLeakagePower_nw=0.9050
power.combinational.fraction_pct=1.0
power.density_cell_area_nw_per_um2=214.5
seq_power_share_pct=60.4
p_clk_share_pct=38.6
power_mw=0.4255
switchingPower_mw=0.08729

[grt]
global_route.usage.total_pct=8.614
grt_first_pass_wirelength_mm=4.029
grt_antenna_before_repair=0
first_global_vias=900
largest_net_degree_at_the_start_of_global_routing=27
grt-ovfl-total=0

[setup_path]
cp_slowest_cell=sky130_fd_sc_hd__clkdlybuf4s50_1
crit_buf_inv=1
required_ns=4.88
cp.arrival_ns=1.05
cp_top_family=buffers and inverters
cp-start-kind=register
critical_path.max_stage_delay_ns=0.45
type_of_the_worst_setup_path=register to output port
cell_chain_critical_path=clkdlybuf4s50_1
cp-end-kind=output port
critical_path_peak_fanout=2

[yosys]
netlist-cell-type-count=23
chip_area_line_of_the_yosys_report_sq_um=1682
syn-mean-instance-area_sq_um=11.68
synthCells=144
yosys-stat-cells=144
ys_seq_elements=42
synth_area_sq_um=1682
postSynthSeqShare_pct=57.74
synthesis.yosys.warnings=1

[sta]
number_of_unconstrained_endpoints=3
min_period_ns=2.275
finalMaxSlewViolations=0
clock.fmax_ghz=0.4396
grt_setup_unrepaired=false
fin_worst_hold_slack_ns=0.4679
final_tns_setup_ns=0
finalHoldViolations=0
timing.final.crit_share_pct=37.29
finalSetupViolCount=0
unclocked_pins=3
skew_ns=0.007195

[layout]
fillCellCount=514
layout-area-overhead-vs-synth_pct=17.93
layout-drive-gt1-share_pct=8.589
layout.core_utilization_pct=37.86
fin_cells=233

[flow_run]
number_of_max_cap_violations=0
warning_count=26

[floorplan]
pin_count=18
floorplan.rows=26
die_width_um=76.87
floorplan.core_area_sq_um=5238
die-height_um=76.87
initial_utilization_pct=32.11
floorplan.die_area_sq_um=5909

[placed_design]
finalWeightedCongestion=0.7358
place.detailed.hpwl_mm=1.523
number_of_placed_cells_counting_well_taps=225
port_buffers=16

[hold_path]
worstHoldPathType=register to register

-- cell usage after synthesis, drive strengths merged --
cell,instances,area (sq um)
and3,3,18.77
ha,5,62.56
xnor2,19,166.4
nand2b,1,6.260
dfrtp,26,650.6
inv,11,41.29
nand4,8,62.56
and4,2,17.52
dfxtp,16,320.3
buf,6,37.53
fa,1,20.02
nand3b,4,30.03
nand2,8,30.03
nor2,9,36.29
nor3,2,32.53
conb,1,3.750
xor2,8,70.07
nand3,13,70.07
a21oi,1,5.000
-- power by group through the flow --
stage,combinational (mW),sequential (mW),clock (mW)
finish,0.00432,0.257,0.164
global route,0.00521,0.257,0.186
CTS,0.00471,0.257,0.171
-- cells by family (layout without fill, tap and decap cells) --
kind of cell / count (synthesis) / count (layout) / share of synthesized area (%)
simple gates: 50 / 50 / 18.08
flops: 42 / 42 / 57.74
xor+xnor: 27 / 27 / 14.06
buf+inv: 17 / 36 / 4.687
fa+ha+maj: 6 / 6 / 4.911
other cells: 1 / 1 / 0.2230
compound gates: 1 / 1 / 0.2973
-- worst paths after layout --
check	start	end	slack, ns	cells past startpoint
worst max-delay path	led[3]	led[3]	3.83	1
worst min-delay path	counter[23]	counter[23]	0.47	1
worst max register to register	counter[18]	led[1]	4.13	8
worst min register to register	counter[23]	counter[23]	0.47	1
max in group asynchronous	en	counter[25]	4.57	3
min in group asynchronous	en	counter[12]	1.28	3
-- registers in the layout, summed over array words and instances, names as in the netlist --
signal   flops
led          5
counter     26
temp         3
choose       8
-- layer usage --
metal	part of all wire (%)	GRT usage [%]	vias up
li1	-	-	504
met3	5.1	2.418	5
met2	39	11.34	23
met4	1.9	1.731	0
met1	53	14.30	447
met5	0	0	-
-- final cells by class --
class | count | area, sq um | area share [%]
flip-flops and latches | 42 | 970.9 | 48.96
multi-input cells | 85 | 631.9 | 31.86
repair buffers | 17 | 167.7 | 8.454
well taps | 70 | 87.58 | 4.416
clock buffers | 6 | 72.57 | 3.659
inverters | 11 | 41.29 | 2.082
clock inverters | 2 | 11.26 | 0.5678
-- cells in the final DEF, fill, tap and decap left out --
cell type                          n
sky130_fd_sc_hd__nand4_1           6
sky130_fd_sc_hd__clkinv_2          1
sky130_fd_sc_hd__nor2_2            1
sky130_fd_sc_hd__conb_1            1
sky130_fd_sc_hd__nor2_1            8
sky130_fd_sc_hd__fa_1              1
sky130_fd_sc_hd__clkbuf_8          5
sky130_fd_sc_hd__buf_4             1
sky130_fd_sc_hd__clkdlybuf4s50_1  16
sky130_fd_sc_hd__and4_1            2
sky130_fd_sc_hd__nand3b_1          4
sky130_fd_sc_hd__a21oi_1           1
sky130_fd_sc_hd__nor3_4            2
sky130_fd_sc_hd__dfxtp_1          16
sky130_fd_sc_hd__nand2b_1          1
sky130_fd_sc_hd__nand3_1          12
sky130_fd_sc_hd__and3_1            3
sky130_fd_sc_hd__xor2_1            8
sky130_fd_sc_hd__nand4_2           2
sky130_fd_sc_hd__clkbuf_1          1
sky130_fd_sc_hd__ha_1              5
sky130_fd_sc_hd__xnor2_1          19
sky130_fd_sc_hd__dfrtp_1          26
sky130_fd_sc_hd__nand2_1           8
sky130_fd_sc_hd__inv_4             1
sky130_fd_sc_hd__inv_1            11
sky130_fd_sc_hd__nand3_2           1
-- metrics by stage --
step	cell area, sq um	worst slack (ns)
after CTS	1983	3.809
after floorplan	1682	4.290
after global routing	1983	3.764
after global placement	1899	4.131
after detailed placement	1899	4.125
final	1983	3.825
Power and IR drop assume default switching activity.
