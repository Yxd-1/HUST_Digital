==> ./design.v <==
`timescale 1ns / 1ps
module led(
    input clk,
    input reset,
    output [3:0] led_out
    );
	 reg [26:0] counter;
	 always @(posedge clk)
		if(reset)
			counter <= 0;
		else
		counter <= counter + 1;
	 assign led_out = counter[26:23];
endmodule
==> ./run.sh <==
#!/bin/bash
# OpenROAD 26Q1-2900-gdf79404cd8, Yosys 0.63+post, stock flow scripts
make -C /OpenROAD-flow-scripts/flow DESIGN_CONFIG=/design/flow/config.mk WORK_HOME=/design/flow/orfs finish
==> ./config.mk <==
export PLATFORM = sky130hd
export DESIGN_NAME = led
export DESIGN_NICKNAME = led
export VERILOG_FILES = /design/flow/design.v
export SDC_FILE = /design/flow/constraint.sdc
export NUM_CORES = 4
export LEC_CHECK = 1
export CORE_AREA = 10 10 86 86
export DIE_AREA = 0 0 96 96
==> ./constraint.sdc <==
current_design led

set clk_period 3.4
set clk_io_pct 0.2

create_clock -name clk0 -period $clk_period [get_ports {clk}]

set non_clock_inputs [all_inputs -no_clocks]
set_input_delay [expr $clk_period * $clk_io_pct] -clock clk0 $non_clock_inputs
set_output_delay [expr $clk_period * $clk_io_pct] -clock clk0 [all_outputs]
==> COMMIT_EDITMSG <==
Refresh implementation metrics

* Result of the run: completed
- Entering global routing, the biggest net connects 17 pins.
* Post-synthesis chip area from yosys: about 1300 um^2
- Worst-path fanout max: 12
- Per the repair_timing log after CTS, setup buffers inserted total 0.
- The largest total area in the synthesized netlist belongs to sky130_fd_sc_hd__dfxtp_1.
- The initialized floorplan defines 27 standard-cell rows.
* Post-detailed-routing wire length: 2110 um
- Worst path required time: 3.60 ns
- Seq share, synth: between 40 and 50%
- Detailed-placement wirelength estimate: around 1400 um
- Clock slew at reported path FFs: 0.09 ns
* Register with the most flip-flops: counter
- Worst path slowest cell: sky130_fd_sc_hd__or4_1
- Per the TritonCTS log, the buffer count is 3.
* Hold worst-path end: counter[0]$_SDFF_PP0_
- ANT nets after route: 0
- Largest stage delay on the critical path: between 0.5 and 0.6 ns
* Worst slew slack as a fraction of its limit: ~70%
* Placer congestion estimate: 0.712
- Most frequent cells in the layout: 27 x sky130_fd_sc_hd__dfxtp_1, 14 x sky130_fd_sc_hd__a21oi_1, 12 x sky130_fd_sc_hd__nor2_1
* DRC violations left: 0
- Number of global-route vias before repair: roughly 830
- Pre-placement core utilization: roughly 23%
- The tree is rooted in a sky130_fd_sc_hd__clkbuf_8.
* Top cells by area: sky130_fd_sc_hd__dfxtp_1 43%, sky130_fd_sc_hd__or4_1 6.6%, sky130_fd_sc_hd__o31ai_1 6.0%
- Worst R2R Start: counter[0]$_SDFF_PP0_
* Number of hold violations in the final report: 0
- Adding up every negative setup slack in the final design gives 0 ns.
- In this run the worst hold path is classified as reg2reg.
- Violation count after the first detailed-route iteration: roughly 48
- The report lists the number of cells resized after CTS as 0.
- Share of the synthesized area in the top cell type: a little over two fifths
- Max reg flops: 27
- Commonest Layout Cell: sky130_fd_sc_hd__dfxtp_1
- Type of element launching the critical path: flop
* Slew @ Worst Pin: approximately 0.47 ns
* Proportion of layout cells with a drive suffix above 1: 6.25%
- # Cells Yosys: between 100 and 150
- The first global-routing pass estimated between 3000 and 4000 um of wire.
- Endpoint of the lowest-slack register-to-register path: counter[22]$_SDFF_PP0_
* Number of vias per cell: 4.58
* Maximum buffer depth of the clock tree: 2
- STA classifies the critical path endpoint as a flop.
- OpenROAD warnings: 25
- Period minus WS final: between 2 and 2.5 ns
- Reg-to-reg setup timing slack: between 1 and 1.5 ns
- Number of setup violations in the final report: 0
- Width of the die: between 90 and 100 um
* Final Worst Setup Slack: between 1 and 1.5 ns
* Antenna violations before repair: 0
- The worst register-to-register path has a depth of 5.
- The leakage component of the power was reported as between 0.0003 and 0.0004 uW.
* Antenna diode count: 0
* Distinct cells, synth: 27
- Per the placement log, port buffering inserted 5 buffers.
* Layout overhead on the synthesized area: 10.2%
* Max-slew violation count: 0
- Per the CTS log, the maximum H-tree level is 1.
* IO Pins: 6
* TritonCTS clock tree: built
* Biggest regs: counter: 27 flops
* Die footprint: around 9200 um^2
- Post-synth regs: 27
- Total vias in the final route: 989
- Arrival @ worst endpoint: 2.25 ns
- Critical path, cell by cell: ha_1, nand4_2, or3_4, or4_1, a21oi_1
* Fmax achieved: 0.486 GHz
* Synthesized instance count: 144
- OpenROAD reports that the post-layout worst path occupies around three fifths of the period.
* Post-placement setup slack: between 1 and 1.5 ns
- The final timing report lists clock skew as 0.00506 ns.
- The later pin in the worst-skew pair is clocked with a latency of 0.27 ns.
- Post-cts hold-fix buffer tally: 0
- Worst voltage drop across the vdd grid: 0.129 mV
- Core area: approximately 5500 um^2
- Hold-critical path depth: 1
- RSZ-0062 raised after global routing: false
- The worst hold path begins at counter[0]$_SDFF_PP0_.
- Overflow after GRT: 0
- Overall global routing resource usage: 4.53%
- Total power density per cell area: approximately 370 nW/um^2
* Clk sink count: 27
* Vertical die size: between 90 and 100 um
- For reference, the post-synthesis area per instance comes to slightly below 9 um^2.
- In this run the maximum-capacitance check reported violations numbering 0.
- WS Path Type: reg2reg
- In the final routed layout, each cell accounts on average for 9.75 um.
- The synthesized netlist occupies a cell area of approximately 1300 um^2.
- Router iterations before antenna repair: 4
- Yosys warning count: 1
-- metrics by stage --
stage / cell area (um^2) / power [uW] / utilization, % / hold slack, ns / instances
2_1_floorplan: 1260 / 338 / - / 0.430 / 144
3_3_place_gp: 1340 / 342 / 24.3 / 0.451 / 212
3_5_place_dp: 1340 / 342 / 24.3 / 0.458 / 212
4_1_cts: 1390 / 522 / 25.1 / 0.480 / 216
5_1_grt: 1390 / 536 / 25.1 / 0.506 / 216
6_report: 1390 / 511 / 25.1 / 0.475 / 216
-- metal layers --
layer  up-vias  global-route usage, %  part of all wire [%]
met5         -                      0                     0
met4         0                  0.737                   1.6
met3         2                   1.42                   5.2
met2        13                   7.12                    44
met1       451                   6.10                    50
li1        523                      -                     -
-- Yosys cell counts, drive strengths merged --
library cell  number
or3                5
xor2               2
nand4              4
a21oi             14
nand3              9
nor3               2
and4               2
clkbuf             3
dfxtp             27
ha                 1
o31ai             10
nand2              9
nor2              12
and3               2
or4               12
buf                7
nor2b              2
inv                5
o21ai              5
nor4               3
xnor2              8
-- report_power, final --
group | leakage, uW | switching [uW] | internal [uW] | total [uW]
Combinational | 0.000148 | 7.59 | 4.78 | 12.4
Sequential | 0.000218 | 3.10 | 319 | 322
Clock | 0.0000228 | 92.6 | 83.7 | 176
-- worst max path at each step --
stage	from	end	cells after the start
finish	counter[0]$_SDFF_PP0_	counter[22]$_SDFF_PP0_	5
global route	counter[0]$_SDFF_PP0_	counter[22]$_SDFF_PP0_	5
CTS	counter[0]$_SDFF_PP0_	counter[22]$_SDFF_PP0_	5
-- worst max-delay path: cells and delay by family (launching register included) --
kind	cells	cell delay [ns]
simple gates	3	1.23
compound gates	1	0.15
fa+ha+maj	1	0.24
flops	1	0.38
-- kinds of logic (layout without fill, tap and decap cells) --
logic type | after synthesis | count (layout) | share of synthesized area [%]
buf+inv | 15 | 15 | 6.55
fa+ha+maj | 1 | 1 | 0.993
compound gates | 29 | 29 | 13.5
simple gates | 62 | 62 | 29.1
xor+xnor | 10 | 10 | 6.95
flops | 27 | 27 | 42.9
-- area by class of cell --
| class | count | area (um^2) |
|---|---|---|
| multi-input cells | 102 | 637 |
| inverters | 5 | 18.8 |
| clock buffers | 4 | 45.0 |
| well taps | 72 | 90.1 |
| repair buffers | 6 | 57.6 |
| fillers | 600 | 4150 |
| flip-flops and latches | 27 | 541 |
Power and IR drop assume default switching activity.
